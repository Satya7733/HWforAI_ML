==> design/flow/design.v <==
`timescale 1ns/1ps
module binary_lif_neuron #(
    parameter integer W            = 8,    
    parameter integer FRAC_BITS    = 5,    
    parameter integer LAMBDA_NUM   =  8,
    parameter integer LAMBDA_DEN   = 10,
    parameter integer THRESH       = 20,   
    parameter integer RESET_VAL    =  0
)(
    input  wire                  clk,
    input  wire                  rst_n,    
    input  wire                  in_bit,   
    output reg                   spike     
);
    reg [W-1:0] pot;
    wire [W+clog2(LAMBDA_NUM)-1:0] leak_mult;
    assign leak_mult = pot * LAMBDA_NUM;
    wire [W-1:0] next_pot =
        (leak_mult / LAMBDA_DEN) + in_bit;   
    always @(posedge clk) begin
        if (!rst_n) begin
            pot   <= '0;
            spike <= 1'b0;
        end else begin
            spike <= (next_pot >= THRESH);
            pot   <= spike ? RESET_VAL[W-1:0] : next_pot;
        end
    end
    function integer clog2;
        input integer value;
        integer i;
        begin
            clog2 = 0;
            for (i = value-1; i > 0; i = i >> 1)
                clog2 = clog2 + 1;
        end
    endfunction
endmodule
==> design/flow/run.sh <==
#!/bin/bash
# OpenROAD 26Q1-2900-gdf79404cd8, Yosys 0.63+post, stock flow scripts
make -C /OpenROAD-flow-scripts/flow DESIGN_CONFIG=/design/flow/config.mk WORK_HOME=/design/flow/orfs finish
==> design/flow/config.mk <==
export PLATFORM = sky130hd
export DESIGN_NAME = binary_lif_neuron
export DESIGN_NICKNAME = binary_lif_neuron
export VERILOG_FILES = /design/flow/design.v
export SDC_FILE = /design/flow/constraint.sdc
export NUM_CORES = 4
export LEC_CHECK = 1
export CORE_AREA = 10 10 94 94
export DIE_AREA = 0 0 104 104
==> design/flow/constraint.sdc <==
current_design binary_lif_neuron

set clk_period 8.8
set clk_io_pct 0.2

create_clock -name clk0 -period $clk_period [get_ports {clk}]

set non_clock_inputs [all_inputs -no_clocks]
set_input_delay [expr $clk_period * $clk_io_pct] -clock clk0 $non_clock_inputs
set_output_delay [expr $clk_period * $clk_io_pct] -clock clk0 [all_outputs]
==> results_dict.tcl <==
# implementation run metrics
set metrics [dict create \
    gp_congestion 0.9594 \
    cp_data_arrival_time_ps 7190 \
    critPathKind "register to register" \
    grt_overflow 0 \
    rr_worst_depth 27 \
    clk_latency_ps 230 \
    crit_top_cell "ha_1" \
    rsz0062_at_grt "no" \
    ys_warn_count 1 \
    async_flop_share_pct 0 \
    n_fill_cell 758 \
    yosysCellCount 295 \
    yosysChipArea_um2 2046 \
    ys.flops 9 \
    p_per_area_nw_per_um2 306.3 \
    clk_pin_slew_ps 50 \
    yosys.area.top_type_share_pct 8.807 \
    firstDrtPassIters 5 \
    antenna_cells 0 \
    cts_buffers 3 \
    place_area_um2 2122 \
    endpoint "spike" \
    min_path_type "register to register" \
    worstPathMaxFanout 21 \
    swShare_pct 54.30 \
    syn2layout_area_growth_pct 5.933 \
    reg2reg_slack_ps 1730 \
    wl_met1_um 2906 \
    setup_viol_count_final 0 \
    cts_root_buffer "clkbuf_8" \
    final.setup_skew_ps 5.385 \
    warnings 26 \
    outcome "finished, final reports clean" \
    p_clk_share_pct 7.1 \
    edf_count 0 \
    p_sw_uw 360.4 \
    netlist_area_um2 2046 \
    rows 30 \
    critPathLaunchType "register" \
    fmax_mhz 141.4 \
    cts_sinks 9 \
    cts_max_level 1 \
    drive_gt1_share_pct 7.692 \
    die_h_um 104 \
    yosys.cell_count.top_type "nor2_1" \
    grtUsageTotal_pct 10.02 \
    grt_pass1_vias 1895 \
    avgSynthCellArea_um2 6.935 \
    cts_tree "yes" \
    maxSlewHeadroom_pct 49.34 \
    cp-end-kind "register" \
    io_buffers 3 \
    grt_max_degree 26 \
    place_hpwl_um 4363 \
    final_cell_area_um2 2167 \
    worst_path_max_delay_cell "dfxtp_1" \
    slowest_delay_ps 740 \
    power_frac_seq_pct 12.8 \
    combPwrFrac_pct 80.1 \
    totalWireLength_um 5824 \
    finalCriticalPeriod_ps 7074 \
    met3WireLength_um 424 \
    drv_slew 0 \
    antenna_found_initial 0 \
    wire_per_inst_um 15.25 \
    initial_utilization_pct 29.95 \
    synth.yosys.seq_area_share_pct 8.807 \
    yosys_most_used_dff "dfxtp_1" \
    grt_pass1_wl_um 9591 \
    fp.dieW_um 104 \
    core-area_um2 6832 \
    maxCapViolations 0 \
    top_layer "met4" \
    r2r-start "pot[6]" \
    topCellsByArea "dfxtp_1 8.8%, nor2_1 5.7%, o21ai_0 4.2%" \
    final_antenna_net_count 0 \
    pin_count 4 \
    p_total_uw 663.8 \
    reg2reg_to "spike" \
    dr.first_iter.drc_count 152 \
    post-cts-setup-buffers 0 \
    tightestPinTransition_ps 758.8 \
    drc_errors 0 \
    largest_area_cell "dfxtp_1" \
    p_int_uw 303.3 \
    synth.distinct_cells 79 \
    cts_buffer_depth 2 \
    leakagePower_uw 0.0007524 \
    timing.final.crit_share_pct 80.38 \
    tns_ps 0 \
    fin_util_pct 31.72 \
    cp.required_ps 8910 \
    hold_buffers 0 \
    vdd_drop_max_mv 0.3248 \
    dr_total_vias 2246 \
    vias_per_cell 5.880 \
    startpoint "pot[6]" \
    post_cts_resized 0 \
    hold_violations 0 \
    postSynthCellCount 295 \
    wl_met2_um 2480 \
    top_cells_by_count "31 x nor2_1, 22 x nand2_1, 17 x o21ai_0, 13 x a21oi_1, 11 x inv_1" \
    chipArea_um2 10820 \
]
==> state kept, by name (all words and copies together), names as in the netlist <==
register and cells:
spike 1, pot 8
==> how the worst min path moves through the flow <==
stage | from | endpoint | slack (ps) | depth (start not counted)
after CTS | spike | pot[0] | 730 | 2
final | spike | pot[0] | 730 | 2
after global routing | spike | pot[1] | 820 | 2
==> per-layer routing <==
layer  GRT usage, %  up-vias
met5              0        -
met4         0.2982        0
met3         0.9398        2
met2          14.41       89
met1          16.25     1029
li1               -     1126
==> power by group through the flow <==
stage	registers (uW)	clock network (uW)	logic, uW
6_report	85.0	47.2	532
5_1_grt	88.5	49.9	587
4_1_cts	84.5	48.1	521
==> critical path: cells and delay by family (launching register included) <==
family | cells | cell delay [ps]
DFF | 1 | 740
adders and majority gates | 4 | 1070
buffers and inverters | 1 | 140
AOI/OAI and AO/OA | 12 | 3070
and+or+nand+nor | 10 | 1910
==> placed cells by master (no fill, tap or decap), types with 3 or more instances in the layout <==
master           instances
inv_1                   11
nand4_1                  8
a21oi_1                 13
dfxtp_1                  9
nand3_1                 10
a211oi_1                 4
mux2i_1                  3
a2111oi_0                4
and3_1                   6
clkdlybuf4s50_1          3
nor2b_1                  7
o21a_1                   3
or3_1                    3
ha_1                     5
and4_1                   4
a221o_1                  3
xnor2_1                  3
nor4_1                   4
or2_1                    3
a21o_1                   5
o21ai_0                 17
clkbuf_8                 3
and3b_1                  4
o31ai_1                  4
a211o_1                  5
nand2b_1                 9
a21boi_0                 3
nor3_1                   8
nand2_1                 22
o211ai_1                 4
nor2_1                  31
a31oi_1                  5
nor3b_1                  3
==> area by class of cell <==
cell class | instances | area, um^2 | area share, %
Clock buffer | 4 | 45.04 | 2.079
Inverter | 12 | 45.04 | 2.079
Sequential cell | 9 | 180.2 | 8.314
Timing Repair Buffer | 5 | 45.04 | 2.079
Tap cell | 96 | 120.1 | 5.543
Multi-Input combinational cell | 256 | 1732 | 79.91
==> stage by stage <==
stage / worst slack [ps] / hold slack (ps) / std cells
floorplan: 2801 / 665.1 / 295
global placement: 2059 / 724.5 / 378
detailed placement: 1901 / 699.3 / 378
CTS: 1852 / 730.9 / 382
global route: 1111 / 821.2 / 382
finish: 1726 / 725.3 / 382
==> cells by family (layout without fill, tap and decap cells) <==
logic type               Yosys count  after routing  share of synthesized area (%)
AND-OR/OR-AND                    100            100                          36.88
XOR/XNOR                           4              4                          1.713
adder cells (fa/ha/maj)            6              6                          3.547
buffers and inverters             30             21                          6.544
flip-flops                         9              9                          8.807
multiplexers                       4              4                          2.018
AND/OR/NAND/NOR                  142            142                          40.49
No activity file was given, so power comes from the tool's default toggle rates.
