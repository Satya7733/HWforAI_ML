==> ./design.v <==
module q_update_core (
    input  logic         clk,
    input  logic         rst,
    input  logic         start,
    input  logic signed [15:0] Q_current,
    input  logic signed [15:0] Q_next_0,
    input  logic signed [15:0] Q_next_1,
    input  logic signed [15:0] Q_next_2,
    input  logic signed [15:0] Q_next_3,
    input  logic signed [15:0] reward,
    input  logic signed [15:0] alpha,
    input  logic signed [15:0] gamma,
    output logic signed [15:0] Q_new,
    output logic         done
);
    typedef enum logic [1:0] {
        IDLE,
        FIND_MAX,
        COMPUTE,
        DONE
    } state_t;
    state_t state, next_state;
    logic signed [15:0] max_q_next;
    logic signed [31:0] temp1, temp2, temp3, temp4, temp5;
    logic signed [31:0] one_minus_alpha;
    always_ff @(posedge clk or posedge rst) begin
        if (rst)
            state <= IDLE;
        else
            state <= next_state;
    end
    always_comb begin
        next_state = state;
        case (state)
            IDLE:       if (start) next_state = FIND_MAX;
            FIND_MAX:   next_state = COMPUTE;
            COMPUTE:    next_state = DONE;
            DONE:       next_state = IDLE;
        endcase
    end
    always_ff @(posedge clk) begin
        if (state == FIND_MAX) begin
            max_q_next <= Q_next_0;
            if (Q_next_1 > max_q_next) max_q_next <= Q_next_1;
            if (Q_next_2 > max_q_next) max_q_next <= Q_next_2;
            if (Q_next_3 > max_q_next) max_q_next <= Q_next_3;
        end
    end
    always_ff @(posedge clk) begin
        if (state == COMPUTE) begin
            one_minus_alpha <= (16'h1000 - alpha);   
            temp1 <= (gamma * max_q_next) >>> 12;     
            temp2 <= reward + temp1[15:0];            
            temp3 <= (alpha * temp2[15:0]) >>> 12;    
            temp4 <= (one_minus_alpha * Q_current) >>> 12;  
            temp5 <= temp3 + temp4;                  
        end
    end
    always_ff @(posedge clk) begin
        if (state == DONE) begin
            Q_new <= temp5[15:0];
        end
    end
    assign done = (state == DONE);
endmodule
==> ./run.sh <==
#!/bin/bash
# OpenROAD 26Q1-2900-gdf79404cd8, Yosys 0.63+post, stock flow scripts
make -C /OpenROAD-flow-scripts/flow DESIGN_CONFIG=/design/flow/config.mk WORK_HOME=/design/flow/orfs finish
==> ./config.mk <==
export PLATFORM = sky130hd
export DESIGN_NAME = q_update_core
export DESIGN_NICKNAME = q_update_core
export VERILOG_FILES = /design/flow/design.v
export SDC_FILE = /design/flow/constraint.sdc
export NUM_CORES = 4
export LEC_CHECK = 1
export CORE_UTILIZATION = 30
==> ./constraint.sdc <==
current_design q_update_core

set clk_period 11.2
set clk_io_pct 0.2

create_clock -name clk0 -period $clk_period [get_ports {clk}]

set non_clock_inputs [all_inputs -no_clocks]
set_input_delay [expr $clk_period * $clk_io_pct] -clock clk0 $non_clock_inputs
set_output_delay [expr $clk_period * $clk_io_pct] -clock clk0 [all_outputs]
==> results.sh <==
# yosys + openroad results
export IMPL_drive_gt1_share_pct=3.14
export IMPL_ys_flops=133
export IMPL_pwr_density_cell_nw_per_um2=157
export IMPL_timing_setup_tns_ns=0
export IMPL_worstReg2RegStart="one_minus_alpha[10]"
export IMPL_edf_count=129
export IMPL_report_final_slew_viol_count=0
export IMPL_die_h_microns=328
export IMPL_hpwl_microns=59700
export IMPL_ys_seq_share_pct=12.4
export IMPL_worstPathMaxFanout=18
export IMPL_cts_root_buf="clkbuf_16"
export IMPL_routabilityCongestion=0.886
export IMPL_postCtsSetupRepairBufs=0
export IMPL_syn_inst=3343
export IMPL_htreeDepth=4
export IMPL_leakage_nw=17.0
export IMPL_max_freq_mhz=115
export IMPL_ys_types=66
export IMPL_endpoint="temp3[12]"
export IMPL_synth_main_ff_cell="edfxtp_1"
export IMPL_port_buffers=147
export IMPL_ys_top_cells_by_area="fa_1, edfxtp_1, ha_1"
export IMPL_ys_cells=3343
export IMPL_worst_hold_path_type="reg2reg"
export IMPL_cts_buffers=17
export IMPL_reg2reg_to="temp4[15]"
export IMPL_routedWlPerCell_microns=15.2
export IMPL_insertion_delay_ns=0.48
export IMPL_clk_pin_slew_ns=0.07
export IMPL_via_per_inst=4.49
export IMPL_die_area_sq_um=108000
export IMPL_vias=21669
export IMPL_cts_resized=0
export IMPL_crit_type="in2reg"
export IMPL_tritoncts="built"
export IMPL_cts_hold_buf=0
export IMPL_min_from="temp5[6]"
export IMPL_outcome="finished, final reports clean"
export IMPL_rsz0062_at_grt="no"
export IMPL_drc=0
export IMPL_relSlewSlack_pct=41.7
export IMPL_critical_path_required_ns=11.41
export IMPL_wirelength_microns=73300
export IMPL_startpoint="alpha[10]"
export IMPL_cts_max_path_buffers=2
export IMPL_warning_count=25
export IMPL_grt_max_degree=52
export IMPL_max_cap_violations=0
export IMPL_placed_area_sq_um=35000
export IMPL_worstPathArrival_ns=8.93
export IMPL_timing_final_crit_share_pct=77.8
export IMPL_startpoint_type="input port"
export IMPL_core_sq_um=105000
export IMPL_initial_core_util_pct=30.3
export IMPL_grt_pass1_vias=23150
export IMPL_largest_area_cell="fa_1"
export IMPL_endpoint_kind="flip-flop"
export IMPL_drt_iter0_markers=859
export IMPL_grt_usage_pct=15.2
export IMPL_worst_pin_slew_ns=0.874
export IMPL_yosys_area_sq_um=32000
export IMPL_r2r_slack_ns=4.36
export IMPL_async_flop_share_pct=3.01
export IMPL_grt_overflow=0
export IMPL_die_w_microns=328
export IMPL_num_rows=119
export IMPL_antenna_found_initial=6
export IMPL_yosysTopAreaCellShare_pct=40.7
export IMPL_period_needed_ns=8.71
export IMPL_avgSynthCellArea_sq_um=9.56
export IMPL_netlist_area_sq_um=32000
export IMPL_final_area_sq_um=35600
export IMPL_grt_first_pass_wirelength_microns=122000
export IMPL_area_growth_syn_to_layout_pct=11.4
export IMPL_drtPass1Iterations=22
export IMPL_cts_sinks=133
export IMPL_reg2reg_depth=20
export IMPL_ys_warnings_count=1
export IMPL_setup_viol=0
export IMPL_hold_viol=0
export IMPL_drt_antenna_violating_nets=0
export IMPL_ioPinCount=148
export IMPL_irDropWorstVdd_mv=0.174
export IMPL_fin_worst_skew_ns=0.0135
-- state kept, by name, summed over array words and instances (netlist names) --
| signal | count |
|---|---|
| max_q_next | 16 |
| state | 4 |
| temp4 | 16 |
| temp3 | 16 |
| temp2 | 16 |
| one_minus_alpha | 17 |
| Q_new | 16 |
| temp1 | 16 |
| temp5 | 16 |
-- cell families after synthesis --
kind of cell	Yosys count	synth area share, %
compound gates	208	4.54
xor+xnor	128	3.51
fa+ha+maj	958	52.8
buf+inv	926	10.9
flops	133	12.4
mux	33	1.10
simple gates	957	14.8
-- power breakdown --
part           internal, mW  leakage [nW]  switching (mW)
Combinational          1.93          15.5            2.29
Sequential            0.789          1.21               0
Clock                 0.319         0.297           0.270
-- worst max-delay path: stages --
cell	delay, ns
clkdlybuf4s50_1	1.02
nand2_1	0.17
fa_1	0.54
fa_1	0.58
fa_1	0.45
fa_1	0.54
inv_1	0.05
fa_1	0.47
inv_1	0.05
fa_1	0.47
inv_1	0.05
ha_1	0.28
o21a_1	0.19
o211ai_1	0.19
a21oi_1	0.12
a221o_1	0.35
o2111ai_2	0.26
a211oi_2	0.14
or3_1	0.41
a211oi_1	0.29
nor2_1	0.06
-- synthesized netlist by cell type (4+ instances only) --
master,instances
mux2i_1,17
nor3_1,22
o21ai_0,23
and2_1,355
xnor2_1,103
a31oi_1,20
o41ai_1,4
nand4_1,16
nand3_1,16
a21oi_1,60
o21bai_1,7
mux2_2,16
a21boi_0,4
a21o_1,23
edfxtp_1,129
ha_1,308
inv_1,799
xor2_1,25
nand2_1,414
a211oi_1,13
o21a_1,18
nand2b_1,10
or2_2,4
o211ai_1,4
fa_1,650
nor2b_1,13
nor2_1,83
clkbuf_1,122
or3_1,12
-- per-layer routing --
layer | GRT usage, % | part of all wire (%) | vias to the layer above
met1 | 20.3 | 41 | 10782
met5 | 0.177 | 0.079 | -
met4 | 2.55 | 1.9 | 8
li1 | - | - | 10216
met3 | 4.93 | 7.6 | 73
met2 | 24.9 | 49 | 590
-- through the flow --
step	hold slack [ns]	cells	utilization, %	total power, mW	setup slack (ns)
finish	0.412	4829	33.8	5.59	2.49
global route	0.418	4829	33.8	6.34	2.06
CTS	0.415	4827	33.8	5.69	2.52
detailed placement	0.406	4795	33.2	5.05	2.06
global placement	0.405	4795	33.2	5.04	2.07
floorplan	0.400	3343	-	4.17	2.93
-- worst min path at each step --
stage	endpoint	slack, ns	cells after the start
CTS	Q_new[6]	0.42	0
global route	Q_new[11]	0.42	0
finish	Q_new[6]	0.41	0
-- area by class of cell --
cell class              count  area, sq um
flip-flops and latches    133         3980
clock inverters            15          178
inverters                 801         3010
repair buffers            186         1760
diodes                      2         5.00
fillers                 10708        69800
clock buffers              17          425
well taps                1391         1740
multi-input cells        2284        24500
-- layout by cell type (no fill, tap or decap), types with 12 or more instances in the layout --
master,synthesis,routed
a211oi_1,13,13
xnor2_1,103,103
a21o_1,23,23
nor2b_1,13,13
mux2_2,16,16
clkbuf_16,0,17
nor3_1,22,22
edfxtp_1,129,129
xor2_1,25,25
buf_4,0,39
a21oi_1,60,60
or3_1,12,12
nand4_1,16,16
fa_1,650,650
mux2i_1,17,17
ha_1,308,308
clkdlybuf4s50_1,0,147
nor2_1,83,83
inv_1,799,799
a31oi_1,20,20
nand3_1,16,16
o21ai_0,23,22
and2_1,355,355
nand2_1,414,414
o21a_1,18,18
Power is estimated from default activity; no workload was simulated.
