**design/flow/run.sh**
```bash
#!/bin/bash
# OpenROAD 26Q1-2900-gdf79404cd8, Yosys 0.63+post, stock flow scripts
make -C /OpenROAD-flow-scripts/flow DESIGN_CONFIG=/design/flow/config.mk WORK_HOME=/design/flow/orfs finish
```
**design/flow/config.mk**
```make
export PLATFORM = sky130hd
export DESIGN_NAME = toplevel
export DESIGN_NICKNAME = toplevel
export VERILOG_FILES = /design/flow/design.v
export SDC_FILE = /design/flow/constraint.sdc
export NUM_CORES = 4
export LEC_CHECK = 1
export CORE_UTILIZATION = 40
```
**design/flow/constraint.sdc**
```tcl
current_design toplevel

set clk_period 34.1
set clk_io_pct 0.2

create_clock -name clk0 -period $clk_period

set non_clock_inputs [all_inputs -no_clocks]
set_input_delay [expr $clk_period * $clk_io_pct] -clock clk0 $non_clock_inputs
set_output_delay [expr $clk_period * $clk_io_pct] -clock clk0 [all_outputs]
```
**design/flow/design.v**
```verilog
module toplevel(clk, alpha, gamma, q_s2max, q_sa, reward, q_out);
    input clk;
    input[31:0] alpha;
    input[31:0] gamma;
    input[31:0] q_s2max;
    input[31:0] q_sa;
    input[31:0] reward;
    output[31:0] q_out;
    wire const_0_0;
    wire const_1_0;
    wire const_2_0;
    wire const_3_0;
    wire[63:0] tmp0;
    wire[31:0] tmp1;
    wire[63:0] tmp2;
    wire[64:0] tmp3;
    wire[32:0] tmp4;
    wire[64:0] tmp5;
    wire[65:0] tmp6;
    wire[33:0] tmp7;
    wire[65:0] tmp8;
    wire[131:0] tmp9;
    wire[99:0] tmp10;
    wire[131:0] tmp11;
    wire[132:0] tmp12;
    wire[31:0] tmp13;
    assign const_0_0 = 0;
    assign const_1_0 = 0;
    assign const_2_0 = 0;
    assign const_3_0 = 0;
    assign q_out = tmp13;
    assign tmp0 = gamma * q_s2max;
    assign tmp1 = {const_0_0, const_0_0, const_0_0, const_0_0, const_0_0, const_0_0, const_0_0, const_0_0, const_0_0, const_0_0, const_0_0, const_0_0, const_0_0, const_0_0, const_0_0, const_0_0, const_0_0, const_0_0, const_0_0, const_0_0, const_0_0, const_0_0, const_0_0, const_0_0, const_0_0, const_0_0, const_0_0, const_0_0, const_0_0, const_0_0, const_0_0, const_0_0};
    assign tmp2 = {tmp1, reward};
    assign tmp3 = tmp2 + tmp0;
    assign tmp4 = {const_1_0, const_1_0, const_1_0, const_1_0, const_1_0, const_1_0, const_1_0, const_1_0, const_1_0, const_1_0, const_1_0, const_1_0, const_1_0, const_1_0, const_1_0, const_1_0, const_1_0, const_1_0, const_1_0, const_1_0, const_1_0, const_1_0, const_1_0, const_1_0, const_1_0, const_1_0, const_1_0, const_1_0, const_1_0, const_1_0, const_1_0, const_1_0, const_1_0};
    assign tmp5 = {tmp4, q_sa};
    assign tmp6 = tmp3 - tmp5;
    assign tmp7 = {const_2_0, const_2_0, const_2_0, const_2_0, const_2_0, const_2_0, const_2_0, const_2_0, const_2_0, const_2_0, const_2_0, const_2_0, const_2_0, const_2_0, const_2_0, const_2_0, const_2_0, const_2_0, const_2_0, const_2_0, const_2_0, const_2_0, const_2_0, const_2_0, const_2_0, const_2_0, const_2_0, const_2_0, const_2_0, const_2_0, const_2_0, const_2_0, const_2_0, const_2_0};
    assign tmp8 = {tmp7, alpha};
    assign tmp9 = tmp8 * tmp6;
    assign tmp10 = {const_3_0, const_3_0, const_3_0, const_3_0, const_3_0, const_3_0, const_3_0, const_3_0, const_3_0, const_3_0, const_3_0, const_3_0, const_3_0, const_3_0, const_3_0, const_3_0, const_3_0, const_3_0, const_3_0, const_3_0, const_3_0, const_3_0, const_3_0, const_3_0, const_3_0, const_3_0, const_3_0, const_3_0, const_3_0, const_3_0, const_3_0, const_3_0, const_3_0, const_3_0, const_3_0, const_3_0, const_3_0, const_3_0, const_3_0, const_3_0, const_3_0, const_3_0, const_3_0, const_3_0, const_3_0, const_3_0, const_3_0, const_3_0, const_3_0, const_3_0, const_3_0, const_3_0, const_3_0, const_3_0, const_3_0, const_3_0, const_3_0, const_3_0, const_3_0, const_3_0, const_3_0, const_3_0, const_3_0, const_3_0, const_3_0, const_3_0, const_3_0, const_3_0, const_3_0, const_3_0, const_3_0, const_3_0, const_3_0, const_3_0, const_3_0, const_3_0, const_3_0, const_3_0, const_3_0, const_3_0, const_3_0, const_3_0, const_3_0, const_3_0, const_3_0, const_3_0, const_3_0, const_3_0, const_3_0, const_3_0, const_3_0, const_3_0, const_3_0, const_3_0, const_3_0, const_3_0, const_3_0, const_3_0, const_3_0, const_3_0};
    assign tmp11 = {tmp10, q_sa};
    assign tmp12 = tmp11 + tmp9;
    assign tmp13 = {tmp12[31], tmp12[30], tmp12[29], tmp12[28], tmp12[27], tmp12[26], tmp12[25], tmp12[24], tmp12[23], tmp12[22], tmp12[21], tmp12[20], tmp12[19], tmp12[18], tmp12[17], tmp12[16], tmp12[15], tmp12[14], tmp12[13], tmp12[12], tmp12[11], tmp12[10], tmp12[9], tmp12[8], tmp12[7], tmp12[6], tmp12[5], tmp12[4], tmp12[3], tmp12[2], tmp12[1], tmp12[0]};
endmodule
```
==> run summary <==
yosys + openroad results -> f_max=0.03465 GHz, cell count after synthesis=3,802, Placer Congestion=0.9017, most frequent cells after synthesis=inv_1 (1,011), fa_1 (906), nand2_1 (536), and2_1 (507), ha_1 (261), Final Slew Violations=0, Pre-antenna DRT Iters=5, Seq share, synth=0%, initial antenna violation count=0, Setup-failing EPs final=0, most common cell in the netlist=inv_1, CP required=27.28 ns, final hold violation count=0, global-route wire length before repair=141,000 um, Synth Cell Area=34,200 um^2, CTS Hold Bufs=0, share of cells above drive strength 1=2.567%, Dominant cell area share=53.03%, Worst EP arrival=22.04 ns, yosys stat area=34,200 um^2, Syn Area/Cell=8.996 um^2, Rows=106, Seq cells=0, Syn-to-layout area delta=9.585%, Crit path largest cell delay=0.87 ns, CP delay by family, top=adder cells, period utilization=84.63%, Unique cell types=63, DRT iter0 DRCs=745, FILL cells=8,246, tool warnings=33, Core Region=84,090 um^2, WL final=85,350 um, largest net degree at the start of global routing=33, Worst Path Class, Setup=in2out, Max FO, Critical Path=18, chip area=86,680 um^2, ANT cells=0, CTS-repair resized insts=0, worst hold-check path type=in2out, slowest CP cell=clkdlybuf4s50_1, routed via count=23,700, WP buf/inv=9, ys cells=3,802, remaining global-route overflow=0, port bufs=192, CP endpoint kind=output port, drt drc=0, RSZ-0062 raised after global routing=no, vias in the first global route=25,870, WL/cell=16.97 um, GRT Total Usage=22.34%, # IOs=193, detailed placement HPWL=73,460 um, critical path depth=49, die width=294.4 um, Pre-Place Util=40.67%, status=finished clean, Synth area leaders=fa_1 (53%), inv_1 (11%), ha_1 (9.5%), and2_1 (9.3%), nand2_1 (5.9%), Worst path most repeated cell=fa_1, drt via density=4.712, # clk buffers=0, Hold Path Depth=3, Antenna Nets Post-Route=0, Synth Warn #=0, cell type with the largest total area=fa_1, die height=294.4 um, Slew @ Worst Pin=0.8667 ns, WHS=14.98 ns, postcts setup bufs=0, Tmin final=28.86 ns, Reg area=0 um^2, Worst Setup Start Kind=primary input, max cap viols=0, relative slew slack=42.04%, setup TNS=0 ns
## path summary, 6_finish.rpt
path	startpoint	to
worst max-delay path	gamma[14]	q_out[31]
worst min-delay path	q_sa[0]	q_out[0]
## cell type report
cell class                 count  area (um^2)  area share [%]
tap                         1134         1419           3.786
inverter                    1011         3795           10.13
timing repair buffer         264         2462           6.570
multi-input combinational   2621        29800           79.52
## per-stage QoR
step | std cells | util, % | area (um^2) | setup slack (ns)
global route | 5030 | 44.57 | 37480 | 4.500
detailed placement | 5030 | 44.57 | 37480 | 5.143
global placement | 5030 | 44.57 | 37480 | 5.170
CTS | 5030 | 44.57 | 37480 | 5.148
finish | 5030 | 44.57 | 37480 | 5.242
floorplan | 3802 | - | 34200 | 7.368
## kinds of logic (layout without fill, tap and decap cells)
group	after synthesis	in the layout	synth area share, %
adders and majority gates	1167	1167	62.58
muxes	1	1	0.02927
buffers and inverters	1181	1275	12.97
and+or+nand+nor	1147	1147	16.97
AOI/OAI and AO/OA	134	134	2.736
xor gates and xnor gates	172	172	4.712
## placed cells by master (no fill, tap or decap), drive strengths merged, types with 2 or more instances in the layout
| cell | count |
|---|---|
| inv | 1011 |
| nand4 | 2 |
| or3 | 4 |
| o21a | 6 |
| a31o | 2 |
| a21o | 19 |
| o211ai | 5 |
| nand2 | 536 |
| o21bai | 7 |
| xnor3 | 6 |
| o21ai | 20 |
| nand2b | 31 |
| a21oi | 49 |
| fa | 906 |
| o2111ai | 2 |
| nor4 | 3 |
| a211oi | 2 |
| a2111oi | 3 |
| xnor2 | 146 |
| ha | 261 |
| and2 | 507 |
| a211o | 2 |
| xor2 | 20 |
| nor2b | 13 |
| o31ai | 5 |
| and3 | 6 |
| nor3 | 8 |
| clkdlybuf4s50 | 192 |
| or2 | 2 |
| nor4b | 2 |
| a31oi | 4 |
| nor2 | 18 |
| nand3 | 10 |
| buf | 72 |
## metal layers
layer  vias up  wire length, um  track usage [%]
met5         -                0                0
met4         0             1024            2.185
met3        46             9994            10.81
met2       755            38500            33.75
met1     11970            35830            31.55
li1      10930                -                -
